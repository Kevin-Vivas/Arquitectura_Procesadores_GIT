--- ./design.v ---
module Read_Write(
  input wire WE,
  input wire [4:0] data_in_RW,
  input wire clock,
  input wire [4:0] address_RW,
  output reg [4:0] Data_Out_RW
);
reg [4:0] RW[0:32];
always @(posedge  clock) begin
  if (!WE) begin  
    RW[address_RW] <= data_in_RW;  
  end else begin
    Data_Out_RW <= RW[address_RW];  
  end
end
endmodule
--- ./run.sh ---
#!/bin/bash
# OpenROAD 26Q1-2900-gdf79404cd8, Yosys 0.63+post, stock flow scripts
make -C /OpenROAD-flow-scripts/flow DESIGN_CONFIG=/design/flow/config.mk WORK_HOME=/design/flow/orfs finish
--- ./config.mk ---
export PLATFORM = sky130hd
export DESIGN_NAME = Read_Write
export DESIGN_NICKNAME = Read_Write
export VERILOG_FILES = /design/flow/design.v
export SDC_FILE = /design/flow/constraint.sdc
export NUM_CORES = 4
export LEC_CHECK = 1
export CORE_UTILIZATION = 40
--- ./constraint.sdc ---
current_design Read_Write

set clk_period 4.9
set clk_io_pct 0.2

create_clock -name clk0 -period $clk_period [get_ports {clock}]

set non_clock_inputs [all_inputs -no_clocks]
set_input_delay [expr $clk_period * $clk_io_pct] -clock clk0 $non_clock_inputs
set_output_delay [expr $clk_period * $clk_io_pct] -clock clk0 [all_outputs]
==> flow_summary.yaml <==
# synthesis and place-and-route metrics
power:
  p_leak_nw: 2.379
  power.share.sequential_pct: 51.1
  powerDensity_nw_per_um2: 407.8
  power_share_of_the_combinational_group_pct: 5.7
  power.clock.fraction_pct: 43.2
  vdd_ir_drop_max_v: 0.0002628
  total_switching_power_uw: 617.7
  internal_power_mw: 2.477
  swShare_pct: 19.96
final_layout:
  layout.core_utilization_pct: 47.08
  num-fill-cells: 1360
  final_layout_size_suffix_gt1_share_pct: 16.59
  flow.area_growth_from_synthesis_pct: 13.35
  seq_area_um2: 4955
  final_cell_mix: "edfxtp_1 (165), nand2_1 (29), nor2_1 (29), a22oi_1 (18), clkbuf_16 (17)"
  logic_area_um2: 1545
  layout.cells.most_common: "edfxtp_1"
worst_setup_path:
  path_max_fanout: 10
  critical-path-slowest-cell: "clkdlybuf4s50_1"
  path_cells: "clkdlybuf4s50_1, nand2b_1, or2_2, nor3_1"
  timing.critical_path.arrival_ps: 3220
  startpoint_type: "primary input"
  cp_max_stage_delay_ps: 770
  setup.worst_path.class: "in2reg"
  endpoint_kind: "flop"
  critPathRequiredTime_ps: 4950
synth:
  count_of_flip_flops_with_a_built_in_enable_after_synthesis: 165
  ys_ff: 165
  syn-instance-count: 405
  synthArstFlopShare_pct: 0
  yosysUniqueCellTypes: 50
  postSynthSeqShare_pct: 74.02
  syn_avg_cell_area_um2: 16.53
  synth.yosys.warnings: 1
  ys.flop_type: "edfxtp_1"
  ys_chip_area_um2: 6694
  post_synth_instance_area_um2: 6694
  yosysCellCount: 405
routing:
  postRouteWirelength_mm: 15.32
  via_count: 3733
  route.detailed.vias_per_inst: 5.743
  drt_pre_antenna_iters: 7
  drc_errors: 0
  postRouteAntennaNets: 0
  drt-wirelength-per-cell_um: 23.57
  dr.first_iter.drc_count: 384
  n_antenna_cell: 0
cts:
  postCtsSetupBuffers: 0
  clock_tree_from_tritoncts: "done"
  cts_inserted_buffers: 17
  clock_tree.root_cell: "clkbuf_16"
  clock_sinks: 165
  clkLatencyLatePin_ps: 420
  cts_hold_buf: 0
  clk_pin_slew_ps: 60
  cts.path.max_buffers: 2
  post_cts_resized: 0
  cts-htree-levels: 4
floorplan:
  coreArea_um2: 16120
  die_w_um: 131.4
  chipArea_um2: 17260
  floorplan.initialDensity_pct: 41.54
  boundaryPins: 17
  die_height_um: 131.4
  row_count: 46
global_routing:
  grt.total_usage_pct: 20.16
  global_route_wire_length_before_repair_mm: 23.79
  gr-max-usage-layer: "met1"
  pin_count_of_the_biggest_net_entering_global_routing: 35
  global_route.usage.met1_pct: 30.52
  first_global_vias: 4064
  grt_remaining_overflow: 0
  grt_use_met3_pct: 9.127
  antenna_violations_before_repair: 0
  grt.met2_usage_pct: 30.05
run:
  cap_violations: 0
  tool_warnings: 25
sta:
  rsz_0062_raised_after_global_routing: "false"
  finalHoldViolations: 0
  fmax_mhz: 315.1
  fin_worst_skew_ps: 7.244
  worst_slew_margin_rel_pct: 37.99
  timing_worst_slew_pin_value_ps: 923.1
  final-setup-viol-count: 0
  min_period_over_period_pct: 64.78
  drv_slew: 0
  timing.setup.tns_ps: 0
  min_cycle_time_layout_ps: 3174
placed_design:
  routabilityCongestion: 0.9461
  numPortBuffers: 16
  post-dp-hpwl_mm: 9.542
hold_path:
  min_path_type: "reg2reg"
status:
  status: "finished clean"
==> logic make-up after synthesis <==
logic type / after synthesis / synth area share [%]
flops: 165 / 74.02
simple gates: 91 / 6.430
compound gates: 88 / 10.04
mux: 32 / 6.617
buf+inv: 29 / 2.897
==> sequential cells by signal (all words and copies together), names as in the netlist <==
register,cells
Data_Out_RW,5
RW,160
==> metrics by stage <==
step / setup slack, ps / cell area, um2 / hold WS, ps / power, mW / std cells
final: 1726 / 7587 / 754.5 / 3.094 / 650
after CTS: 1767 / 7587 / 754.3 / 3.115 / 650
after detailed placement: 1349 / 6994 / 741.2 / 1.787 / 620
after global routing: 1624 / 7587 / 797.3 / 3.178 / 650
after global placement: 1289 / 6994 / 738.8 / 1.786 / 620
after floorplan: 2346 / 6694 / 641.5 / 1.712 / 405
==> power groups by stage <==
stage         Clock [mW]  Combinational (mW)  Sequential (mW)
finish              1.34               0.176             1.58
global route        1.40               0.191             1.58
CTS                 1.36               0.176             1.58
==> worst paths after layout <==
| path | start | slack (ps) | cells after the start | end |
|---|---|---|---|---|
| min | RW[30][3] | 750 | 2 | Data_Out_RW[3] |
| max | address_RW[4] | 1730 | 4 | RW[17][3] |
| max reg2reg | RW[31][2] | 3260 | 5 | Data_Out_RW[2] |
| min reg2reg | RW[30][3] | 750 | 2 | Data_Out_RW[3] |
==> cell usage after synthesis (2+ instances only) <==
library cell	count	area (um2)
and2b_1	2	15.01
nor2_4	2	22.52
nor3_1	11	55.05
mux2_4	2	30.03
a22oi_1	18	135.1
a211oi_1	3	22.52
o22a_1	2	17.52
clkbuf_1	5	18.77
o22ai_1	5	31.28
a221o_1	6	60.06
a221oi_1	14	122.6
inv_1	2	7.510
a211oi_2	3	37.54
nor2b_1	3	18.77
o21ai_0	8	40.04
buf_4	5	37.54
o32ai_1	2	17.52
a21boi_0	2	15.01
nand2b_1	2	12.51
edfxtp_1	165	4955
a31oi_1	3	18.77
mux2_2	13	146.4
buf_6	5	56.30
mux4_1	2	52.55
a22o_1	3	26.28
nand2_1	29	108.9
buf_2	10	50.05
o21ai_1	2	10.01
mux4_2	5	112.6
or2_2	4	25.02
mux2i_1	9	90.09
nand3_1	3	15.01
a21oi_1	10	50.05
nor2_1	29	108.9
==> metal layers <==
layer / wire (um) / vias up
li1: - / 1655
met1: 6062 / 1845
met2: 7333 / 218
met3: 1733 / 15
met4: 191 / 0
met5: 0 / -
==> critical path: cells and delay by family <==
family / cells / cell delay, ps
AND/OR/NAND/NOR: 3 / 1460
buffers and inverters: 1 / 770
==> final cells by class <==
type | count | share of cell area [%]
flip-flops and latches | 165 | 65.30
multi-input cells | 211 | 20.37
clock buffers | 19 | 5.706
well taps | 216 | 3.562
repair buffers | 25 | 2.803
clock inverters | 11 | 2.111
inverters | 3 | 0.1484
No activity file was given, so power comes from the tool's default toggle rates.
