<file path="/design/flow/config.mk">
export PLATFORM = sky130hd
export DESIGN_NAME = ROM
export DESIGN_NICKNAME = ROM
export VERILOG_FILES = /design/flow/design.v
export SDC_FILE = /design/flow/constraint.sdc
export NUM_CORES = 4
export LEC_CHECK = 1
export CORE_AREA = 10 10 81 81
export DIE_AREA = 0 0 91 91
</file>
<file path="/design/flow/constraint.sdc">
current_design ROM

set clk_period 1.0
set clk_io_pct 0.2

create_clock -name clk0 -period $clk_period [get_ports {clock}]

set non_clock_inputs [all_inputs -no_clocks]
set_input_delay [expr $clk_period * $clk_io_pct] -clock clk0 $non_clock_inputs
set_output_delay [expr $clk_period * $clk_io_pct] -clock clk0 [all_outputs]
</file>
<file path="/design/flow/design.v">
module ROM(
    output  reg [6:0] Data_Out_Rom,
    input wire [4:0] Address_Rom,
	 input wire En,
    input wire clock 
);
reg [6:0] ROM[0:32] ;
initial 
begin
 ROM[0]  =  7'b1111111;   
 ROM[1]  =  7'b0001000;   
 ROM[2]  =  7'b0000011;   
 ROM[3]  =  7'b1000110;   
 ROM[4]  =  7'b0100001 ;  
 ROM[5]  =  7'b0000110 ;  
 ROM[6]  =  7'b0001110 ;  
 ROM[7]  =  7'b0010000 ;  
 ROM[8]  =  7'b0001011 ;  
 ROM[9]  =  7'b1111001 ;  
 ROM[10] =  7'b1110001 ;  
 ROM[11] =  7'b0001001 ;  
 ROM[12] =  7'b1000111 ;  
 ROM[13] =  7'b1001000 ;  
 ROM[14] =  7'b0101011 ;  
 ROM[15] =  7'b0101010 ;  
 ROM[16] =  7'b1000000 ;  
 ROM[17] =  7'b0001100 ;  
 ROM[18] =  7'b0011000 ;  
 ROM[19] =  7'b0101111 ;  
 ROM[20] =  7'b0010010 ;  
 ROM[21] =  7'b0000111 ;  
 ROM[22] =  7'b1100011 ;  
 ROM[23] =  7'b1000001 ;  
 ROM[24] =  7'b0110000 ;  
 ROM[25] =  7'b0000101 ;  
 ROM[26] =  7'b0010001 ;  
 ROM[27] =  7'b0100100 ;  
 ROM[28] =  7'b1111111 ;  
 ROM[29] =  7'b1111111 ;  
 ROM[30] =  7'b1111111 ;  
 ROM[31] =  7'b1111111 ;  
 Data_Out_Rom = 7'b1111111;
end
always @(posedge clock, negedge En ) begin
	if(En == 1'b0)begin
		Data_Out_Rom = 7'b1111111;
	end else begin
		Data_Out_Rom = ROM[Address_Rom];
	end
end    
endmodule
</file>
<file path="/design/flow/run.sh">
#!/bin/bash
# OpenROAD 26Q1-2900-gdf79404cd8, Yosys 0.63+post, stock flow scripts
make -C /OpenROAD-flow-scripts/flow DESIGN_CONFIG=/design/flow/config.mk WORK_HOME=/design/flow/orfs finish
</file>
==> impl_metrics.csv <==
group,metric,value,unit
sta,finalCritPeriodShare,1.06,
floorplan,core_area,4820,um^2
clock_tree,h-tree-depth,1,
detailed_routing,wirelength,1680,um
global_route,grt_overflow,0,
final_layout,nFillCells,528,
logic_synthesis,avgSynthCellArea,9.52,um^2
setup_path,crit_slowest_cell,"mux4_2",
global_route,track_usage,0.0382,
placement,portBuffers,13,
logic_synthesis,edf_count,0,
hold_path,hold_path_class,"in -> async",
detailed_routing,wl_met2,705,um
final_layout,seqCellArea,184,um^2
detailed_routing,wl_per_cell,9.66,um
logic_synthesis,seq_area_frac_synth,0.272,
logic_synthesis,ys.flops,7,
sta,setup_viol,9,
setup_path,cp_num_buf_inv,2,
placement,dp_slack,-0.777,ns
logic_synthesis,synth_cell_types,34,
logic_synthesis,syn_area,676,um^2
detailed_routing,vias_per_cell,3.50,
detailed_routing,drc,0,
clock_tree,clk_pin_slew,0.04,ns
detailed_routing,first_iter_violations,51,
setup_path,crit_chain,"buf_8 > buf_6 > ha_2 > nand2b_1 > mux4_2",
detailed_routing,dr.pass1.iters,5,
setup_path,critPathCaptureType,"register",
detailed_routing,ant_nets,0,
pwr,max-vdd-ir-drop,356,uV
setup_path,cp_data_required_time,1.13,ns
run_status,outcome,"finished, violations left",
clock_tree,cts_buffers,3,
sta,max_freq,941,MHz
pwr,power_density,966,nW/um^2
clock_tree,cts.sinks,7,
pwr,netSwitchingPower,0.277,mW
final_layout,fin_util,0.237,
placement,dp_hpwl,1170,um
sta,hold_viol_final,0,
setup_path,critical_path.max_fanout,5,
setup_path,path_class,"in -> reg",
setup_path,path_delay_family,"multiplexers",
clock_tree,clock-root-buffer,"clkbuf_8",
placement,gp_congestion,0.782,
logic_synthesis,yosys-stat-cells,71,
floorplan,die_x,91,um
sta,rsz0062_at_grt,"yes",
logic_synthesis,async_reset_ff_frac,1.00,
sta,drv_slew,0,
sta,layout_min_cycle_time,1.06,ns
sta,slew_headroom,0.820,
final_layout,combGateArea,509,um^2
sta,setup_slack,-0.0628,ns
logic_synthesis,ys_warn_count,1,
final_layout,drive_above_1_share,0.607,
logic_synthesis,ff_type,"dfstp_2",
global_route,grt_max_degree,12,
global_route,grt_pass1_vias,604,
sta,worst_pin_slew,0.269,ns
clock_tree,cts_max_path_buffers,2,
pwr,p_leak,0.489,nW
setup_path,crit_arrival,1.20,ns
detailed_routing,vias,609,
final_layout,syn_to_final_growth,69.3,%
setup_path,start_kind,"input port",
floorplan,fp-row-count,25,
pwr,clockPowerShare,0.350,
global_route,antenna_found_initial,0,
final_layout,largest_reg_flops,7,
floorplan,die_h,91,um
floorplan,fp_util,0.140,
logic_synthesis,yosys_area,676,um^2
global_route,grt_pass1_wl,2740,um
run_status,violations,"setup timing",
job,cap_violations,0,
pwr,power_frac_seq,0.310,
pwr,power.share.combinational,0.340,
pwr,total_power,1.10,mW
detailed_routing,wirelength_met1,841,um
floorplan,io_pins,14,
job,warnings,35,
logic_synthesis,synthCells,71,
detailed_routing,met3WireLength,133,um
detailed_routing,diodes,0,
pwr,p_sw_frac,0.251,
floorplan,dieArea,8280,um^2
clock_tree,cts_tree,"built",
detailed_routing,route.top_layer_used,"met3",
pwr,internal_power,0.827,mW
setup_path,max_stage_delay,0.43,ns
==> through the flow <==
stage	std cells	cell area, um^2	TNS (ns)	hold slack, ns
2_1_floorplan	71	691	-0.835	0.0522
4_1_cts	174	1100	-0.213	0.457
5_1_grt	174	1140	-0.512	0.489
6_report	174	1140	-0.164	0.463
3_5_place_dp	162	988	-5.92	0.707
3_3_place_gp	162	988	-5.93	0.717
==> logic make-up (layout without fill, tap and decap cells) <==
group           after synthesis  count (layout)  synth area share
flops                         7               7             0.272
compound gates               17              17             0.161
mux                           7               7             0.144
buf+inv                       9              45            0.0815
simple gates                 23              23             0.193
fa+ha+maj                     8               8             0.148
==> final cells by class <==
class,count,area share
repair buffers,38,0.267
well taps,67,0.0733
clock buffers,4,0.0394
flip-flops and latches,7,0.161
multi-input cells,55,0.445
inverters,3,0.0142
==> layout by cell type (no fill, tap or decap), drive strengths merged <==
master / instances
and2b: 1
mux2: 2
dlygate4sd2: 2
a211oi: 2
nand3b: 2
a31o: 1
mux2i: 3
o22ai: 1
a21o: 2
nor3b: 1
nor2: 7
o31ai: 1
or2: 2
nor3: 1
a21oi: 2
o21ai: 6
inv: 3
nand2: 5
a22oi: 1
mux4: 2
nor2b: 1
dfstp: 7
ha: 8
and2: 1
buf: 35
clkbuf: 4
nand2b: 2
o31a: 1
clkdlybuf4s50: 1
==> routing by layer <==
metal,vias up,global-route usage
met5,-,0
met4,0,0.00653
met3,0,0.0141
met2,13,0.0579
met1,277,0.0517
li1,319,-
==> worst paths after layout <==
path / end / slack, ns / depth (start not counted) / start
setup / recovery: Data_Out_Rom[4] / -0.06 / 5 / Address_Rom[1]
hold / removal: Data_Out_Rom[0] / 0.46 / 1 / En
max in group asynchronous: Data_Out_Rom[4] / 0.51 / 1 / En
min in group clk0: Data_Out_Rom[3] / 0.47 / 4 / Address_Rom[3]
==> Yosys cell counts (2+ instances only) <==
cell type / n / area, um^2
a21oi_1: 2 / 10.0
ha_1: 8 / 100
buf_6: 2 / 22.5
o21ai_1: 3 / 15.0
nand3b_1: 2 / 15.0
dfstp_2: 7 / 184
a21o_1: 2 / 15.0
mux2i_1: 3 / 30.0
nand2_1: 4 / 15.0
mux4_2: 2 / 45.0
nor2_1: 7 / 26.3
buf_2: 2 / 10.0
o21ai_0: 3 / 15.0
a211oi_1: 2 / 15.0
inv_1: 3 / 11.3
==> repair_timing <==
item                                   in CTS  in global routing
resized                                    53                 12
setup buffers                               6                  0
endpoints found under the hold margin       0                  0
setup endpoints to repair                  14                 14
gates cloned                                2                  0
pin swaps                                   3                  9
hold buffers                                0                  0
==> power groups by stage <==
stage	Sequential [mW]	Combinational, mW	Clock, mW
after CTS	0.343	0.352	0.394
after global routing	0.348	0.411	0.415
final	0.343	0.375	0.387
No activity file was given, so power comes from the tool's default toggle rates.
