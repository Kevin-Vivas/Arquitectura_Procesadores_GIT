$ cat /design/flow/design.v
module decodificador_hex(
  input wire A0,B0,C0,D0,
  output reg Aout0,Bout0,Cout0,Dout0,Eout0,Fout0,Gout0
);
  always @(*) begin
    case({A0,B0,C0,D0})
      4'b0000: {Aout0,Bout0,Cout0,Dout0,Eout0,Fout0,Gout0} = 7'b1000000;  
      4'b0001: {Aout0,Bout0,Cout0,Dout0,Eout0,Fout0,Gout0} = 7'b1111001;  
      4'b0010: {Aout0,Bout0,Cout0,Dout0,Eout0,Fout0,Gout0} = 7'b0100100;  
      4'b0011: {Aout0,Bout0,Cout0,Dout0,Eout0,Fout0,Gout0} = 7'b0110000;  
      4'b0100: {Aout0,Bout0,Cout0,Dout0,Eout0,Fout0,Gout0} = 7'b0011001;  
      4'b0101: {Aout0,Bout0,Cout0,Dout0,Eout0,Fout0,Gout0} = 7'b0010010;  
      4'b0110: {Aout0,Bout0,Cout0,Dout0,Eout0,Fout0,Gout0} = 7'b0000010;  
      4'b0111: {Aout0,Bout0,Cout0,Dout0,Eout0,Fout0,Gout0} = 7'b1111000;  
      4'b1000: {Aout0,Bout0,Cout0,Dout0,Eout0,Fout0,Gout0} = 7'b0000000;  
      4'b1001: {Aout0,Bout0,Cout0,Dout0,Eout0,Fout0,Gout0} = 7'b0010000;  
      4'b1010: {Aout0,Bout0,Cout0,Dout0,Eout0,Fout0,Gout0} = 7'b0001000;  
      4'b1011: {Aout0,Bout0,Cout0,Dout0,Eout0,Fout0,Gout0} = 7'b0000011;  
      4'b1100: {Aout0,Bout0,Cout0,Dout0,Eout0,Fout0,Gout0} = 7'b1000110;  
      4'b1101: {Aout0,Bout0,Cout0,Dout0,Eout0,Fout0,Gout0} = 7'b0100001;  
      4'b1110: {Aout0,Bout0,Cout0,Dout0,Eout0,Fout0,Gout0} = 7'b0000110;  
      4'b1111: {Aout0,Bout0,Cout0,Dout0,Eout0,Fout0,Gout0} = 7'b0001110;  
    endcase
end
endmodule
module Flip_Flop_D(
    input  wire Clk,
	 input  wire [4:0] D,
    output reg [4:0] Q0,
    output reg [4:0] Qn0,
    output reg [4:0] Q1,
    output reg [4:0] Qn1
);
always @(posedge Clk) 
begin
    		Q0  <= D;
			Qn0 <= ~D;
         Q1  <= D;
			Qn1 <= ~D;
end
endmodule
module Sumador_4bits(
    input wire [3:0] A,
    input wire [3:0] B,
    output reg [4:0] X
);
  reg [4:0] Suma;  
  always @(A,B) begin
    Suma = A + B;
    X = Suma[4:0];  
  end
endmodule
module main(
  input wire [3:0] A,
  input wire [3:0] B,
  input wire Clk,
  output wire Aout0,
  output wire Bout0,
  output wire Cout0,
  output wire Dout0,
  output wire Eout0,
  output wire Fout0,
  output wire Gout0,
  output wire Aout1,
  output wire Bout1,
  output wire Cout1,
  output wire Dout1,
  output wire Eout1,
  output wire Fout1,
  output wire Gout1,
  output wire Aout2,
  output wire Bout2,
  output wire Cout2,
  output wire Dout2,
  output wire Eout2,
  output wire Fout2,
  output wire Gout2,
  output wire Aout3,
  output wire Bout3,
  output wire Cout3,
  output wire Dout3,
  output wire Eout3,
  output wire Fout3,
  output wire Gout3
);
  wire [4:0] X;  
  wire [4:0] Q0; 
  wire [4:0] Q1;
  Sumador_4bits U0(
    .A(A),
    .B(B),
    .X(X)
  );
    Flip_Flop_D U1(
    .D(X),
    .Clk(Clk),
    .Q0(Q0),
    .Q1(Q1)
  );
  decodificador_hex U2(
     .A0(Q0[0]),
     .B0(Q0[1]),
     .C0(Q0[2]),
     .D0(Q0[3]),
     .Aout0(Aout0),
     .Bout0(Bout0),
     .Cout0(Cout0),
     .Dout0(Dout0),
     .Eout0(Eout0),
     .Fout0(Fout0),
     .Gout0(Gout0)
  );
    decodificador_hex U3(
     .A0(Q0[4]),
     .B0(1'b0),
     .C0(1'b0),
     .D0(1'b0),
     .Aout0(Aout1),
     .Bout0(Bout1),
     .Cout0(Cout1),
     .Dout0(Dout1),
     .Eout0(Eout1),
     .Fout0(Fout1),
     .Gout0(Gout1)
  );
      decodificador_hex U4(
     .A0(Q1[0]),
     .B0(Q1[1]),
     .C0(Q1[2]),
     .D0(Q1[3]),
     .Aout0(Aout2),
     .Bout0(Bout2),
     .Cout0(Cout2),
     .Dout0(Dout2),
     .Eout0(Eout2),
     .Fout0(Fout2),
     .Gout0(Gout2)
  );
      decodificador_hex U5(
     .A0(Q1[4]),
     .B0(1'b0),
     .C0(1'b0),
     .D0(1'b0),
     .Aout0(Aout3),
     .Bout0(Bout3),
     .Cout0(Cout3),
     .Dout0(Dout3),
     .Eout0(Eout3),
     .Fout0(Fout3),
     .Gout0(Gout3)
  );
endmodule
$ cat /design/flow/run.sh
#!/bin/bash
# OpenROAD 26Q1-2900-gdf79404cd8, Yosys 0.63+post, stock flow scripts
make -C /OpenROAD-flow-scripts/flow DESIGN_CONFIG=/design/flow/config.mk WORK_HOME=/design/flow/orfs finish
$ cat /design/flow/config.mk
export PLATFORM = sky130hd
export DESIGN_NAME = main
export DESIGN_NICKNAME = main
export VERILOG_FILES = /design/flow/design.v
export SDC_FILE = /design/flow/constraint.sdc
export NUM_CORES = 4
export LEC_CHECK = 1
export CORE_AREA = 10 10 70 70
export DIE_AREA = 0 0 80 80
$ cat /design/flow/constraint.sdc
current_design main

set clk_period 2.5
set clk_io_pct 0.2

create_clock -name clk0 -period $clk_period [get_ports {Clk}]

set non_clock_inputs [all_inputs -no_clocks]
set_input_delay [expr $clk_period * $clk_io_pct] -clock clk0 $non_clock_inputs
set_output_delay [expr $clk_period * $clk_io_pct] -clock clk0 [all_outputs]
==> impl_metrics.yaml <==
# synthesis and place-and-route metrics
final_timing:
  hold_viol_final: 0
  fmax_ghz: 0.412
  setup_viol: 0
  min_period_over_period_pct: 97.0
  maxSlewViolCount: 0
  period_minus_slack_ns: 2.42
synth:
  synth_seq_share_pct: 22.9
  yosys.area.top_type_share_pct: 22.9
  yosysCellCount: 79
  ys_async_sr_fraction_pct: 0
  yosys-top-cells-count: "buf_4, ha_1, nor2_1"
  ys_area_um2: 698
  edf_count: 0
  synth_area_um2: 698
  syn_inst: 79
  synth.largest_area_cell: "dfxtp_1"
  flop_cell: "dfxtp_1"
  topCellsByArea: "dfxtp_1, buf_4, ha_1, nor2_1, a21o_1"
  syn_area_per_cell_um2: 8.84
  yosysUniqueCellTypes: 23
  synth_flop_count: 8
  top_cell: "buf_4"
  ys_warn_count: 3
clocking:
  cts-htree-levels: 1
  clockRootBuffer: "clkbuf_4"
  hold_buffers: 0
  cts_buffer_depth: 2
  cts_sinks: 8
  path_clk_slew_ns: 0.05
  cts_tree: "built"
  cts_buffers: 3
setup_path:
  crit_slowest_cell: "clkdlybuf4s50_1"
  crit_required_ns: 2.67
  crit_chain: "clkdlybuf4s50_1, ha_2, a21o_1, xnor2_2, inv_1, buf_4, ha_1, nor2_1, or3b_2, o21ai_0"
  startpoint_type: "primary input"
  arrival_ns: 2.59
  crit_type: "primary input to register"
  slowest_delay_ns: 0.46
  cp_max_fo: 3
  end_kind: "register"
grt:
  gr-total-overflow: 0
  gr-usage-met1_pct: 4.67
  top_usage_layer: "met2"
  grt_max_degree: 14
  grt_pass1_wl_um: 2210
  grtUsageTotal_pct: 3.94
  met3_usage_pct: 1.48
  antenna_found_initial: 0
  gr-usage-met2_pct: 6.58
  grt_pass1_vias: 551
power:
  p_leak_nw: 0.523
  totalPowerFinal_mw: 0.614
  ir_drop_mv: 0.115
  power_density_nw_per_um2: 570
hold_path:
  min_from: "A[0]"
  hp-class: "primary input to register"
  holdPathStages: 3
  hold-path-endpoint: "Fout2"
flow_run:
  warnings: 30
  maxCapViolCount: 0
placement:
  dp_hpwl_um: 1310
  dp_cells: 151
  gp_congestion: 0.750
  portBuffers: 24
detailed_routing:
  drtAntennaViolNets: 0
  wl_per_cell_um: 9.78
  via_per_inst: 3.67
  drt-total-wl_um: 1540
  drtIter0Drc: 35
  first_pass_iters: 4
  drcViolationCount: 0
  num_vias: 576
  num_antenna_cells: 0
die:
  core_um2: 3420
  top_level_ports: 37
  die_area_um2: 6400
  fp_util_pct: 20.4
  row_count: 21
  die_y_um: 80
  die_w_um: 80
final_layout:
  fillers: 370
  syn2layout_area_growth_pct: 54.3
  fin_cells: 157
  drive_above_1_share_pct: 26.1
outcome:
  status: "complete, no violations"
[layout by cell type (no fill, tap or decap)]
cell	netlist	layout
a2111oi_0	1	1
a21o_1	3	3
a21oi_1	1	1
a221o_1	1	1
a22o_1	2	2
a31o_1	1	1
a31oi_1	1	1
buf_4	21	14
buf_6	0	2
clkbuf_4	0	3
clkdlybuf4s50_1	0	20
conb_1	1	12
dfxtp_1	8	8
dlygate4sd2_1	0	2
dlymetal6s2s_1	0	2
fa_2	0	1
ha_1	10	6
ha_2	0	3
ha_4	0	1
inv_1	4	3
inv_2	0	1
mux2i_1	1	1
mux4_2	1	1
nand2_1	5	5
nand2b_1	1	1
nor2_1	9	9
nor2b_1	1	1
o21ai_0	2	2
or3b_2	1	1
xnor2_2	0	1
xnor2_4	0	1
[stage by stage]
| stage | TNS, ns | area [um^2] | util [%] | setup WS [ns] | hold slack, ns |
|---|---|---|---|---|---|
| floorplan | 0 | 747 | - | 0.0503 | 0.701 |
| global placement | -1.88 | 981 | 28.7 | -0.400 | 1.19 |
| detailed placement | -2.05 | 981 | 28.7 | -0.418 | 1.19 |
| CTS | 0 | 1020 | 29.9 | 0.00249 | 0.942 |
| global route | -0.00400 | 1080 | 31.5 | -0.00400 | 0.862 |
| finish | 0 | 1080 | 31.5 | 0.0756 | 0.843 |
[layer usage]
metal / wire length, um / up-vias
li1: - / 296
met1: 620 / 254
met2: 700 / 24
met3: 207 / 2
met4: 7 / 0
met5: 0 / -
[where the power goes]
group / internal [mW] / total [mW] / leakage (nW) / switching [mW]
logic: 0.236 / 0.346 / 0.442 / 0.110
clock network: 0.0545 / 0.0914 / 0.0138 / 0.0369
registers: 0.162 / 0.176 / 0.0670 / 0.0148
total: 0.452 / 0.614 / 0.523 / 0.162
[state kept, by name, indices dropped and copies added (netlist names)]
| name | count |
|---|---|
| Dout2 | 1 |
| Gout2 | 1 |
| Eout2 | 1 |
| Cout2 | 1 |
| Fout2 | 1 |
| Bout2 | 1 |
| Aout2 | 1 |
| Aout1 | 1 |
[what timing repair did]
action	CTS	global route
buffers inserted	1	2
setup endpoints to repair	4	2
resized	5	9
pin swaps	4	6
[final cells by class]
cell class	count	area [um^2]	area share, %
clock buffers	3	22.5	2.09
well taps	46	57.6	5.34
repair buffers	40	370	34.4
inverters	4	15.0	1.39
multi-input cells	56	452	41.9
flip-flops and latches	8	160	14.9
[critical path, delay by kind of cell]
| family | cells | cell delay, ns |
|---|---|---|
| AND-OR/OR-AND | 2 | 0.29 |
| XOR/XNOR | 1 | 0.14 |
| adder cells (fa/ha/maj) | 2 | 0.47 |
| buffers and inverters | 3 | 0.71 |
| AND/OR/NAND/NOR | 2 | 0.48 |
[worst max path at each step]
stage | startpoint | end | slack (ns) | depth (start not counted)
global route | B[2] | Gout2 | -0.004 | 10
CTS | A[2] | Fout2 | 0.002 | 10
finish | A[2] | Gout2 | 0.08 | 10
[cells by family (layout without fill, tap and decap cells)]
logic type                 after synthesis  count (layout)  share of synthesized area (%)
buffers and inverters                   26              47                           25.3
other                                    1              12                          0.537
xor gates and xnor gates                 2               2                           2.51
muxes                                    2               2                           4.66
and+or+nand+nor                         17              17                           10.6
DFF                                      8               8                           22.9
AOI/OAI and AO/OA                       12              12                           12.7
adders and majority gates               11              11                           20.8
Power figures rest on the tool's default switching activity, not on a simulated workload.
